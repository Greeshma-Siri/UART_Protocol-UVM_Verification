### design/flow/config.mk
export PLATFORM = sky130hd
export DESIGN_NAME = uart_dut
export DESIGN_NICKNAME = uart_dut
export VERILOG_FILES = /design/flow/design.v
export SDC_FILE = /design/flow/constraint.sdc
export NUM_CORES = 4
export LEC_CHECK = 1
export CORE_UTILIZATION = 40
export SYNTH_HDL_FRONTEND = slang
### design/flow/constraint.sdc
current_design uart_dut

set clk_period 5.7
set clk_io_pct 0.2

create_clock -name clk0 -period $clk_period [get_ports {clk}]

set non_clock_inputs [all_inputs -no_clocks]
set_input_delay [expr $clk_period * $clk_io_pct] -clock clk0 $non_clock_inputs
set_output_delay [expr $clk_period * $clk_io_pct] -clock clk0 [all_outputs]
### design/flow/design.v
interface uart_if (input clk);
    logic rst_n;
    logic tx;  
    logic rx;  
    logic        cs;
    logic [ 7:0] addr;
    logic [31:0] wdata;
    logic [31:0] rdata;
    logic        we;
    clocking drv_cb @(posedge clk);
        output rst_n, rx, cs, addr, wdata, we;
        input  tx, rdata;
    endclocking
    clocking mon_cb @(posedge clk);
        input rst_n, tx, rx, cs, addr, wdata, we, rdata;
    endclocking
    modport drv_mp (clocking drv_cb);
    modport mon_mp (clocking mon_cb);
endinterface
module uart_dut (
    input logic clk,
    input logic rst_n,
    output logic tx,
    input logic rx,
    input logic        cs,
    input logic [7:0]  addr,
    input logic [31:0] wdata,
    output logic [31:0] rdata,
    input logic        we
);
    logic [15:0] baud_divisor;
    logic [2:0]  data_bits;
    logic [0:0]  stop_bits;
    logic [1:0]  parity_config;
    logic        tx_enable;
    logic        rx_enable;
    logic [7:0]  tx_data;
    logic        tx_valid;
    logic        tx_ready;
    logic [7:0]  rx_data;
    logic        rx_valid;
    logic        rx_error;
    localparam REG_BAUD = 8'h00;
    localparam REG_CONFIG = 8'h04;
    localparam REG_TX_DATA = 8'h08;
    localparam REG_RX_DATA = 8'h0C;
    localparam REG_STATUS = 8'h10;
    always_ff @(posedge clk or negedge rst_n) begin
        if (!rst_n) begin
            baud_divisor <= 16'd104;  
            data_bits <= 3'd7;  
            stop_bits <= 1'd0;  
            parity_config <= 2'd0;  
            tx_enable <= 1'b0;
            rx_enable <= 1'b0;
            tx_valid <= 1'b0;
        end else begin
            tx_valid <= 1'b0;
            if (cs && we) begin
                case (addr)
                    REG_BAUD: baud_divisor <= wdata[15:0];
                    REG_CONFIG: begin
                        data_bits <= wdata[2:0];
                        stop_bits <= wdata[3];
                        parity_config <= wdata[5:4];
                        tx_enable <= wdata[6];
                        rx_enable <= wdata[7];
                    end
                    REG_TX_DATA: begin
                        tx_data <= wdata[7:0];
                        tx_valid <= 1'b1;
                    end
                endcase
            end
        end
    end
    always_comb begin
        rdata = 32'h0;
        if (cs && !we) begin
            case (addr)
                REG_BAUD: rdata = {16'h0, baud_divisor};
                REG_CONFIG: rdata = {24'h0, rx_enable, tx_enable, parity_config, stop_bits, data_bits};
                REG_RX_DATA: rdata = {24'h0, rx_data};
                REG_STATUS: rdata = {30'h0, rx_error, tx_ready};
            endcase
        end
    end
    uart_tx tx_inst (
        .clk(clk),
        .rst_n(rst_n),
        .baud_divisor(baud_divisor),
        .data_bits(data_bits),
        .stop_bits(stop_bits),
        .parity_config(parity_config),
        .data_in(tx_data),
        .data_valid(tx_valid),
        .data_ready(tx_ready),
        .tx_out(tx)
    );
    uart_rx rx_inst (
        .clk(clk),
        .rst_n(rst_n),
        .baud_divisor(baud_divisor),
        .data_bits(data_bits),
        .stop_bits(stop_bits),
        .parity_config(parity_config),
        .rx_in(rx),
        .data_out(rx_data),
        .data_valid(rx_valid),
        .error(rx_error)
    );
endmodule
module uart_tx (
    input logic clk,
    input logic rst_n,
    input logic [15:0] baud_divisor,
    input logic [2:0] data_bits,
    input logic stop_bits,
    input logic [1:0] parity_config,
    input logic [7:0] data_in,
    input logic data_valid,
    output logic data_ready,
    output logic tx_out
);
    logic [15:0] baud_counter;
    logic [3:0] bit_counter;
    logic [8:0] shift_reg;
    logic parity_bit;
    logic transmitting;
    enum logic [2:0] {
        IDLE = 3'b000,
        START = 3'b001,
        DATA = 3'b010,
        PARITY = 3'b011,
        STOP = 3'b100
    } state;
    always_ff @(posedge clk or negedge rst_n) begin
        if (!rst_n) begin
            state <= IDLE;
            tx_out <= 1'b1;
            data_ready <= 1'b1;
            baud_counter <= 16'h0;
            bit_counter <= 4'h0;
            shift_reg <= 9'h0;
            transmitting <= 1'b0;
        end else begin
            case (state)
                IDLE: begin
                    tx_out <= 1'b1;
                    data_ready <= 1'b1;
                    if (data_valid && data_ready) begin
                        state <= START;
                        data_ready <= 1'b0;
                        baud_counter <= 16'h0;
                        shift_reg <= {1'b0, data_in};
                        transmitting <= 1'b1;
                    end
                end
                START: begin
                    tx_out <= 1'b0;
                    if (baud_counter == baud_divisor) begin
                        state <= DATA;
                        baud_counter <= 16'h0;
                        bit_counter <= 4'h0;
                    end else begin
                        baud_counter <= baud_counter + 16'h1;
                    end
                end
                DATA: begin
                    tx_out <= shift_reg[0];
                    if (baud_counter == baud_divisor) begin
                        shift_reg <= {1'b0, shift_reg[8:1]};
                        bit_counter <= bit_counter + 4'h1;
                        baud_counter <= 16'h0;
                        if (bit_counter == data_bits) begin
                            if (parity_config != 2'b00) begin
                                state <= PARITY;
                            end else begin
                                state <= STOP;
                            end
                        end
                    end else begin
                        baud_counter <= baud_counter + 16'h1;
                    end
                end
                PARITY: begin
                    parity_bit = ^data_in;
                    if (parity_config == 2'b01) parity_bit = ~parity_bit;  
                    tx_out <= parity_bit;
                    if (baud_counter == baud_divisor) begin
                        state <= STOP;
                        baud_counter <= 16'h0;
                    end else begin
                        baud_counter <= baud_counter + 16'h1;
                    end
                end
                STOP: begin
                    tx_out <= 1'b1;
                    if (baud_counter == baud_divisor) begin
                        if (bit_counter == (data_bits + stop_bits)) begin
                            state <= IDLE;
                            transmitting <= 1'b0;
                        end else begin
                            bit_counter <= bit_counter + 4'h1;
                            baud_counter <= 16'h0;
                        end
                    end else begin
                        baud_counter <= baud_counter + 16'h1;
                    end
                end
            endcase
        end
    end
endmodule
module uart_rx (
    input logic clk,
    input logic rst_n,
    input logic [15:0] baud_divisor,
    input logic [2:0] data_bits,
    input logic stop_bits,
    input logic [1:0] parity_config,
    input logic rx_in,
    output logic [7:0] data_out,
    output logic data_valid,
    output logic error
);
    assign data_out = 8'h0;
    assign data_valid = 1'b0;
    assign error = 1'b0;
endmodule
### design/flow/run.sh
#!/bin/bash
# OpenROAD 26Q1-2900-gdf79404cd8, Yosys 0.63+post, stock flow scripts
make -C /OpenROAD-flow-scripts/flow DESIGN_CONFIG=/design/flow/config.mk WORK_HOME=/design/flow/orfs finish
==> flow_summary.html <==
<h2>Implementation results</h2>
<table>
<tr><th>Metric</th><th>Value</th></tr>
<tr><th colspan="2">Run status</th></tr>
<tr><td>Status</td><td>finished clean</td></tr>
<tr><th colspan="2">Clocking</th></tr>
<tr><td>H-Tree Depth</td><td>3</td></tr>
<tr><td>Worst-path clk slew</td><td>0.08 ns</td></tr>
<tr><td>Num CTS Buffers</td><td>9</td></tr>
<tr><td>Clock latency on the worst-skew pair</td><td>0.34 ns</td></tr>
<tr><td>Root buffer selected by CTS</td><td>sky130_fd_sc_hd__clkbuf_8</td></tr>
<tr><td># clock sinks</td><td>68</td></tr>
<tr><td>Number of hold buffers added after cts</td><td>0</td></tr>
<tr><td># resized after CTS</td><td>0</td></tr>
<tr><td>Post-CTS repair timing setup buffer count</td><td>0</td></tr>
<tr><td>TritonCTS clock tree</td><td>built</td></tr>
<tr><td>Max Root-Sink Buffers</td><td>2</td></tr>
<tr><th colspan="2">Critical path</th></tr>
<tr><td>Depth of the critical timing path with buffers and inverters included</td><td>7</td></tr>
<tr><td>Endpoint type of the worst setup path</td><td>output port</td></tr>
<tr><td>Worst Setup Path Type</td><td>input port to output port</td></tr>
<tr><td>Worst reg2reg endpoint</td><td>tx_inst.baud_counter[2]$_DFFE_PN0P_</td></tr>
<tr><td>CP Max Fanout</td><td>9</td></tr>
<tr><td>Depth of the most critical reg-to-reg path</td><td>7</td></tr>
<tr><td>Top cell family by delay on the critical path</td><td>simple AND/OR/NAND/NOR gates</td></tr>
<tr><td>Critical Path End</td><td>rdata[8]</td></tr>
<tr><td>CP Buf/Inv Count</td><td>2</td></tr>
<tr><td>Ordered cell list for the critical path</td><td>clkdlybuf4s50_1 -&gt; or4_4 -&gt; nor3_4 -&gt; and2_1 -&gt; and3b_2 -&gt; and2_1 -&gt; clkdlybuf4s50_1</td></tr>
<tr><td>Reg-to-Reg Start</td><td>data_bits[0]$_DFFE_PN1P_</td></tr>
<tr><td>Crit path required time</td><td>4.56 ns</td></tr>
<tr><td>CP Launch Point</td><td>addr[1]</td></tr>
<tr><td>Worst-path cell with the longest stage delay</td><td>sky130_fd_sc_hd__or4_4</td></tr>
<tr><td>Register-to-register setup slack</td><td>2.72 ns</td></tr>
<tr><td>Data arrival time of the critical path</td><td>3.57 ns</td></tr>
<tr><td>Kind of start point of the critical path</td><td>input port</td></tr>
<tr><td>Delay of the slowest critical-path stage</td><td>0.55 ns</td></tr>
<tr><th colspan="2">Drt</th></tr>
<tr><td>DR vias</td><td>2663</td></tr>
<tr><td>Number of antenna repair diodes</td><td>0</td></tr>
<tr><td>Routed len/inst</td><td>14.7 um</td></tr>
<tr><td>Violation count after the first detailed-routing iteration</td><td>150</td></tr>
<tr><td>Final ANT Viol Nets</td><td>0</td></tr>
<tr><td>Number of DRC violations after detailed routing</td><td>0</td></tr>
<tr><td>DRT Wirelength</td><td>7790 um</td></tr>
<tr><td>First-pass DRT Iterations</td><td>6</td></tr>
<tr><td>Post-detailed-route via-to-cell ratio</td><td>5.02</td></tr>
<tr><th colspan="2">GRT</th></tr>
<tr><td>Number of global-route vias before repair</td><td>2558</td></tr>
<tr><td>Maximum number of pins on one net before global-route repair</td><td>61</td></tr>
<tr><td>Overflow left after global routing</td><td>0</td></tr>
<tr><td>Number of antenna violations at the first check in global routing</td><td>0</td></tr>
<tr><td>Total track usage</td><td>17.4%</td></tr>
<tr><td>Wire length of the first global-routing pass</td><td>13100 um</td></tr>
<tr><th colspan="2">Final timing</th></tr>
<tr><td>Final worst path period need</td><td>4.71 ns</td></tr>
<tr><td>Setup Viol. Count Final</td><td>0</td></tr>
<tr><td>Transition time at the pin with the least slew margin</td><td>0.762 ns</td></tr>
<tr><td>FMAX</td><td>0.212 GHz</td></tr>
<tr><td>Tightest slew margin relative to the limit</td><td>49.2%</td></tr>
<tr><td>Share of the clock period used by the worst path after layout</td><td>82.6%</td></tr>
<tr><td>Final-layout worst hold slack</td><td>0.490 ns</td></tr>
<tr><td>Hold Violations, Final</td><td>0</td></tr>
<tr><td>Final total negative setup slack</td><td>0 ns</td></tr>
<tr><td>Final Skew</td><td>0.00967 ns</td></tr>
<tr><td>Count of pins over their slew limit</td><td>0</td></tr>
<tr><td>Unrepaired setup endpoints after global routing</td><td>no</td></tr>
<tr><th colspan="2">Layout</th></tr>
<tr><td>Core Util, Final</td><td>48.1%</td></tr>
<tr><td>Dominant logic cell types in the final layout</td><td>sky130_fd_sc_hd__dfrtp_1 (51), sky130_fd_sc_hd__clkdlybuf4s50_1 (43), sky130_fd_sc_hd__xor2_1 (32), sky130_fd_sc_hd__nand2_1 (28), sky130_fd_sc_hd__o21ai_0 (25)</td></tr>
<tr><td>Number of cells in the finished layout apart from fillers</td><td>530</td></tr>
<tr><td>Flip-flop and latch area</td><td>1750 um2</td></tr>
<tr><td>Area Growth Syn to Fin</td><td>17.0%</td></tr>
<tr><td>Comb gate area</td><td>1870 um2</td></tr>
<tr><td>Most common cell after layout, fill and taps aside</td><td>sky130_fd_sc_hd__dfrtp_1</td></tr>
<tr><td>Layout cells sized above 1</td><td>15.7%</td></tr>
<tr><td>Leading registers by flop count</td><td>baud_divisor: 16 flops, tx_inst.baud_counter: 16 flops</td></tr>
<tr><td>Number of fillers in the final layout</td><td>854</td></tr>
<tr><th colspan="2">Placement</th></tr>
<tr><td>Post-detail-place hpwl</td><td>5510 um</td></tr>
<tr><td>Inst Count DP</td><td>514</td></tr>
<tr><td>Number of buffer cells added on primary ports</td><td>44</td></tr>
<tr><td>Last weighted congestion value of the routability-driven placer</td><td>0.831</td></tr>
<tr><th colspan="2">Die</th></tr>
<tr><td>Core Footprint</td><td>9240 um2</td></tr>
<tr><td>DIE WIDTH</td><td>99.5 um</td></tr>
<tr><td>DIE AREA</td><td>9890 um2</td></tr>
<tr><td>DIE HEIGHT</td><td>99.5 um</td></tr>
<tr><td>I/O pins</td><td>78</td></tr>
<tr><td>Starting density of the core</td><td>41.1%</td></tr>
<tr><td>Number of core rows</td><td>35</td></tr>
<tr><th colspan="2">Power</th></tr>
<tr><td>PD cells</td><td>217 nW/um2</td></tr>
<tr><td>Tot Pwr</td><td>966 uW</td></tr>
<tr><td>Leakage power</td><td>1.99 nW</td></tr>
<tr><td>Worst voltage drop across the vdd grid</td><td>0.128 mV</td></tr>
<tr><th colspan="2">Min path</th></tr>
<tr><td>Kind of path behind the tightest hold check</td><td>flop to flop</td></tr>
<tr><th colspan="2">Synth</th></tr>
<tr><td>Simple-gate area share of the yosys netlist</td><td>15.8%</td></tr>
<tr><td># Cells Yosys</td><td>356</td></tr>
<tr><td>Post-Synthesis Mean Instance Area</td><td>10.7 um2</td></tr>
<tr><td>Distinct lib cells</td><td>56</td></tr>
<tr><td>Adder Area Share</td><td>1.32%</td></tr>
<tr><td>Total of warnings raised by yosys</td><td>0</td></tr>
<tr><td>Synthesized netlist cell count</td><td>356</td></tr>
<tr><td>Flops after synth</td><td>68</td></tr>
<tr><td>AND-OR/OR-AND share of the synthesized area</td><td>10.1%</td></tr>
<tr><td>Multiplexer fraction of the synthesized cell area</td><td>11.0%</td></tr>
<tr><td>Post-synthesis instance area</td><td>3800 um2</td></tr>
<tr><td>Seq share, synth</td><td>46.1%</td></tr>
<tr><td>Main combinational cell family by area after synthesis</td><td>simple AND/OR/NAND/NOR gates</td></tr>
<tr><td>Yosys Chip Area</td><td>3800 um2</td></tr>
<tr><td>Area share of xor/xnor cells in the synthesized design</td><td>9.38%</td></tr>
<tr><th colspan="2">Run</th></tr>
<tr><td>Max-cap check violation count</td><td>0</td></tr>
<tr><td>Number of warnings in the stage logs</td><td>42</td></tr>
</table>
## where the power goes
group / internal [mW] / leakage (nW) / switching (mW)
Combinational: 0.0327 / 1.02 / 0.0411
Clock: 0.202 / 0.0962 / 0.190
Sequential: 0.496 / 0.876 / 0.00514
Total: 0.731 / 1.99 / 0.236
## stage by stage
| stage | instance area (um2) | setup WS (ns) |
|---|---|---|
| floorplan | 3860 | 2.16 |
| global placement | 4250 | 1.02 |
| CTS | 4450 | 0.988 |
| global route | 4450 | 0.859 |
| detailed placement | 4250 | 1.00 |
| finish | 4450 | 0.990 |
## cell families (layout without fill, tap and decap cells)
family	Yosys count	in the layout
xor gates and xnor gates	39	39
DFF	68	68
AOI/OAI and AO/OA	60	60
adders and majority gates	4	4
buffers and inverters	36	66
and+or+nand+nor	113	113
other	1	16
muxes	35	35
## worst min-delay path by stage
stage / start / end / cells past startpoint
4_1_cts: tx_inst.shift_reg[5]$_DFFE_PN0P_ / tx_inst.shift_reg[5]$_DFFE_PN0P_ / 2
6_report: tx_inst.shift_reg[3]$_DFFE_PN0P_ / tx_inst.shift_reg[3]$_DFFE_PN0P_ / 2
5_1_grt: rx_enable$_DFFE_PN0P_ / rx_enable$_DFFE_PN0P_ / 1
## worst register-to-register path, cell delays in order, from the launching register on
cell and delay (ns):
sky130_fd_sc_hd__dfstp_2 0.59, sky130_fd_sc_hd__ha_1 0.19, sky130_fd_sc_hd__ha_1 0.15, sky130_fd_sc_hd__xor3_1 0.39, sky130_fd_sc_hd__nor3_1 0.24, sky130_fd_sc_hd__nand3_1 0.47
sky130_fd_sc_hd__o21ai_1 0.66, sky130_fd_sc_hd__a22o_1 0.24
## Yosys cell counts, drive strengths merged
library cell	count	share of area, %
a22o	1	0.23
a32o	1	0.26
nor2b	2	0.33
o2bb2ai	2	0.46
a221o	1	0.26
o211ai	2	0.40
mux2i	11	2.9
conb	1	0.099
and2	11	1.8
a31oi	1	0.16
a22oi	7	1.4
o21a	1	0.20
xnor2	6	1.4
ha	4	1.3
nor4	7	1.2
and4b	1	0.30
and4	2	0.46
and3	4	0.79
a211o	1	0.23
or2	2	0.33
a21oi	7	1.0
o31ai	4	0.79
nor2	24	2.4
dfstp	9	6.2
clkbuf	11	1.1
nand2b	2	0.33
nand3	7	1.1
or4	2	0.49
and3b	2	0.53
xor2	32	7.4
nand4b	1	0.23
mux2	24	8.1
o2111ai	2	0.46
nand3b	1	0.20
xor3	1	0.63
dfrtp	51	34
a21o	2	0.40
nand4	5	0.82
o21ai	27	3.6
inv	3	0.30
edfxtp	8	6.3
buf	22	4.8
nor3	12	1.9
a21bo	1	0.26
nand2	28	2.8
## routing by layer
layer  part of all wire (%)  up-vias  track usage [%]
li1                       -     1309                -
met1                     52     1279             30.5
met2                     43       65             24.7
met3                    3.5       10             1.86
met4                    1.5        0             2.49
met5                      0        -                0
## layout make-up
class	count	area share (%)
Tap cell	129	3.63
Inverter	3	0.253
Clock inverter	6	1.46
Timing Repair Buffer	47	10.3
Clock buffer	10	2.87
Multi-Input combinational cell	267	42.0
Sequential cell	68	39.4
No activity file was given, so power comes from the tool's default toggle rates.
